### ./config.mk
export PLATFORM = sky130hd
export DESIGN_NAME = RISCV_ORIGAMI_CORE
export DESIGN_NICKNAME = RISCV_ORIGAMI_CORE
export VERILOG_FILES = /design/flow/design.v
export SDC_FILE = /design/flow/constraint.sdc
export NUM_CORES = 4
export LEC_CHECK = 1
export CORE_UTILIZATION = 50
### ./constraint.sdc
current_design RISCV_ORIGAMI_CORE

set clk_period 9.9
set clk_io_pct 0.2

create_clock -name clk0 -period $clk_period [get_ports {clock}]
create_clock -name clk1 -period $clk_period [get_ports {reset}]

set non_clock_inputs [all_inputs -no_clocks]
set_input_delay [expr $clk_period * $clk_io_pct] -clock clk0 $non_clock_inputs
set_output_delay [expr $clk_period * $clk_io_pct] -clock clk0 [all_outputs]
### ./design.v
module CLOCK_GATING_CELL (
    input wire clk_in,
    input wire enable,
    output wire clk_out
);
    reg latch_en;
    always @(clk_in or enable) begin
        if (!clk_in) 
            latch_en <= enable;
    end
    assign clk_out = clk_in & latch_en;
endmodule
module ALU_FOLDED (
    input [31:0] in1, in2,
    input [3:0] alu_control,
    output reg [31:0] result,
    output zero_flag
);
    wire [31:0] operand_b_inv;
    wire [31:0] adder_out;
    wire carry_in;
    assign carry_in = (alu_control == 4'b0100 || alu_control == 4'b1000) ? 1'b1 : 1'b0;
    assign operand_b_inv = (carry_in) ? ~in2 : in2;
    assign adder_out = in1 + operand_b_inv + carry_in;
    always @(*) begin
        case(alu_control)
            4'b0000: result = in1 & in2;
            4'b0001: result = in1 | in2;
            4'b0010: result = adder_out;
            4'b0100: result = adder_out;
            4'b1000: result = {31'b0, adder_out[31]};
            4'b0011: result = in1 << in2[4:0];
            4'b0101: result = in1 >> in2[4:0];
            4'b0110: result = in1 * in2;
            4'b0111: result = in1 ^ in2;
            default: result = 32'b0;
        endcase
    end
    assign zero_flag = (result == 32'b0);
endmodule
module REG_FILE_GATED(
    input [4:0] rs1, rs2, rd,
    input [31:0] write_data,
    output [31:0] rdata1, rdata2,
    input regwrite_en,
    input sys_clock,
    input reset
);
    reg [31:0] registers [31:0];
    wire gated_clock;
    integer i;
    CLOCK_GATING_CELL icg_inst (
        .clk_in(sys_clock),
        .enable(regwrite_en),
        .clk_out(gated_clock)
    );
    assign rdata1 = (rs1 == 0) ? 32'b0 : registers[rs1];
    assign rdata2 = (rs2 == 0) ? 32'b0 : registers[rs2];
    always @(posedge gated_clock or posedge reset) begin
        if (reset) begin
            for(i=0; i<32; i=i+1) registers[i] <= i; 
        end
        else begin
            if(rd != 0) 
                registers[rd] <= write_data;
        end
    end
endmodule
module CONTROL_UNIT(
    input [6:0] opcode,
    input [2:0] funct3,
    input [6:0] funct7,
    output reg [3:0] alu_ctrl,
    output reg regwrite_en
);
    always @(*) begin
        regwrite_en = 0;
        alu_ctrl = 4'b0000;
        if(opcode == 7'b0110011) begin 
            regwrite_en = 1;
            case(funct3)
                3'b000: alu_ctrl = (funct7[5]) ? 4'b0100 : 4'b0010;
                3'b110: alu_ctrl = 4'b0001;
                3'b111: alu_ctrl = 4'b0000;
                3'b001: alu_ctrl = 4'b0011;
                3'b101: alu_ctrl = 4'b0101;
                3'b010: alu_ctrl = 4'b1000;
                3'b100: alu_ctrl = 4'b0111;
                default: alu_ctrl = 4'b0000;
            endcase
        end
    end
endmodule
module INST_MEM(
    input [31:0] pc,
    input reset,
    output [31:0] instr
);
    reg [7:0] mem [63:0];
    integer k;
    assign instr = {mem[pc+3], mem[pc+2], mem[pc+1], mem[pc]};
    always @(posedge reset) begin
        if(reset) begin
            for(k=0; k<64; k=k+1) mem[k] = 8'b0;
            {mem[3], mem[2], mem[1], mem[0]} = 32'h00940333; 
            {mem[7], mem[6], mem[5], mem[4]} = 32'h409303B3;
        end
    end
endmodule
module IFU(
    input clock, reset,
    output [31:0] instr_out
);
    reg [31:0] pc;
    INST_MEM imem(.pc(pc), .reset(reset), .instr(instr_out));
    always @(posedge clock or posedge reset) begin
        if(reset) pc <= 0;
        else pc <= pc + 4;
    end
endmodule
module RISCV_ORIGAMI_CORE(
    input clock,
    input reset,
    output [31:0] debug_alu_result,
    output debug_zero
);
    wire [31:0] instruction;
    wire [3:0] alu_control_sig;
    wire regwrite_sig;
    wire [31:0] rdata1, rdata2, alu_res;
    IFU fetch_unit (
        .clock(clock), 
        .reset(reset), 
        .instr_out(instruction)
    );
    CONTROL_UNIT ctrl_unit (
        .opcode(instruction[6:0]),
        .funct3(instruction[14:12]),
        .funct7(instruction[31:25]),
        .alu_ctrl(alu_control_sig),
        .regwrite_en(regwrite_sig)
    );
    REG_FILE_GATED rf_unit (
        .rs1(instruction[19:15]),
        .rs2(instruction[24:20]),
        .rd(instruction[11:7]),
        .write_data(alu_res),
        .rdata1(rdata1),
        .rdata2(rdata2),
        .regwrite_en(regwrite_sig), 
        .sys_clock(clock),
        .reset(reset)
    );
    ALU_FOLDED ex_unit (
        .in1(rdata1),
        .in2(rdata2),
        .alu_control(alu_control_sig),
        .result(alu_res),
        .zero_flag(debug_zero)
    );
    assign debug_alu_result = alu_res;
endmodule
### ./run.sh
#!/bin/bash
# OpenROAD 26Q1-2900-gdf79404cd8, Yosys 0.63+post, stock flow scripts
make -C /OpenROAD-flow-scripts/flow DESIGN_CONFIG=/design/flow/config.mk WORK_HOME=/design/flow/orfs finish
==> qor.csv <==
stage,metric,value,unit
cts,clock transition at the registers of the reported paths,0.07,ns
drt,Residual DRC,0,
worst_hold_path,hold crit path type,flop to flop,
setup_path,CP startpoint kind,flop,
yosys,top cells by area,"dfrtp_1 22%, ha_1 11%, nand2_1 6.6%",
floorplan,chip width,90.36,um
drt,Antenna Diode Count,0,
global_routing,grt ovf,0,
drt,DR pass1 iterations,5,
yosys,ys flops,37,
sta,setup violators final,0,
sta,Final Skew,0.1036,ns
drt,post-route ant nets,0,
drt,Via Count,3653,
cts,Setup Buffers After CTS,0,
run_status,status,"finished, final reports clean",
sta,pins over their slew limit,0,
yosys,ys flop type,dfrtp_1,
drt,1st-iter DRT viols,208,
drt,drt wl/cell,15.02,um
power,sw frac,0.3562,
setup_path,crit path DRT,7.92,ns
layout,Layout area overhead,20.67,%
global_routing,largest net degree at the start of global routing,44,
yosys,Max-area cell share,0.2179,
yosys,Post-synth EDFFs,0,
floorplan,Cell Rows,31,
flow_run,MaxCap Viol Count,0,
power,internal power,343.5,uW
yosys,Mapped Avg Cell Area,7.839,sq um
global_routing,initial antenna violation count,0,
global_routing,GRT Overall Usage,0.2667,
yosys,Yosys chip area,0.003904,sq mm
yosys,warning count from the yosys run,8,
global_routing,number of global-route vias before repair,3785,
sta,Relative slew margins,0.6004,
cts,CTS tree,built,
placement,GP Congestion,0.8841,
placement,DP Area,0.004290,sq mm
power,Sequential Power Share,0.278,
power,leakage,2.319,nW
setup_path,arrival time at the worst endpoint,6.06,ns
floorplan,Core Footprint,0.007408,sq mm
placement,detailed placer's ending HPWL,6881,um
power,combinational power share,0,
sta,actual slew at the worst max-slew pin,0.5995,ns
setup_path,critical path class,flop to output port,
power,Power Density,113.3,mW/mm^2
sta,unrepaired setup endpoints after global routing,no,
layout,layout cells sized above 1,0.1025,
setup_path,Worst Path Max Fanout,31,
floorplan,IO Count,35,
placement,port bufs,33,
floorplan,FP Util,0.5269,
power,worst vdd ir,109.3,uV
floorplan,Die Size,0.008165,sq mm
power,Sw Pwr,190.0,uW
yosys,cell count after synthesis,498,
sta,final hold vios,0,
power,clock share of power,0.722,
floorplan,DIE HEIGHT,90.36,um
drt,drt via density,5.493,
yosys,synth unique cells,66,
setup_path,Crit. End Element,output port,
yosys,top cell type by total area after synthesis,dfrtp_1,
yosys,"Cell Area, Synth",0.003904,sq mm
yosys,post-synthesis cell count from yosys,498,
global_routing,first-pass GRT wire length,17000,um
cts,# resized after CTS,0,
cts,hold buffers post-CTS,0,
layout,Finished Cell Area,0.004711,sq mm
yosys,asr flop ratio synth,0.9730,
flow_run,tool warnings,66,
sta,setup TNS,0,ns
drt,Post-Route WL,9991,um
-- final cells by class --
class / instances / area, sq um
multi-input cells: 377 / 2681
inverters: 54 / 202.7
fillers: 636 / 2698
repair buffers: 37 / 360.3
flip-flops and latches: 37 / 918.4
well taps: 99 / 123.9
clock buffers: 22 / 272.8
clock inverters: 39 / 151.4
-- synth_stat cells (all sizes together) (15+ instances only) --
cell	number
nor2	32
a21o	27
and2	27
xor2	15
dfrtp	34
clkbuf	22
a21oi	23
inv	55
o31ai	15
ha	35
nand2	69
o21ai	23
-- final timing paths --
path	start	end	slack (ns)	cells past startpoint
max in group gated	rf_unit.icg_inst.latch_en$_DLATCH_N_	clock gate	4.11	0
max in group asynchronous	reset	fetch_unit.pc[2]$_DFF_PP0_	5.33	3
hold / removal	rf_unit.registers[6][19]$_DFFE_PP0P_	rf_unit.registers[6][19]$_DFFE_PP0P_	0.47	2
min in group asynchronous	reset	rf_unit.registers[6][13]$_DFFE_PP0P_	4.35	3
setup / recovery	fetch_unit.pc[3]$_DFF_PP0_	debug_zero	1.86	18
hold reg to reg	rf_unit.registers[6][19]$_DFFE_PP0P_	rf_unit.registers[6][19]$_DFFE_PP0P_	0.47	2
min in group gated	rf_unit.icg_inst.latch_en$_DLATCH_N_	clock gate	0.65	0
setup reg to reg	fetch_unit.pc[3]$_DFF_PP0_	rf_unit.icg_inst.latch_en$_DLATCH_N_	3.83	4
-- power groups by stage --
stage / clock (mW) / sequential, mW / combinational (mW)
CTS: 0.405 / 0.148 / 0.00000148
finish: 0.385 / 0.148 / 0.00000148
global route: 0.436 / 0.148 / 0.00000148
-- layer usage --
layer	share of wire	track usage	up-vias
met2	0.43	0.3823	107
met3	0.060	0.09573	20
met4	0.018	0.09812	0
met5	0	0	-
met1	0.49	0.3763	1666
li1	-	-	1860
-- state kept, by name (all words and copies together), names as in the netlist --
signal and cells:
rf_unit.icg_inst.latch_en 1, rf_unit.registers 32, fetch_unit.pc 4
-- layout by cell type (no fill, tap or decap), drive strengths merged, types with 3 or more instances in the layout --
master | synthesis | final
inv | 55 | 91
clkdlybuf4s50 | 0 | 33
and3 | 4 | 4
o21a | 3 | 3
nor4 | 5 | 5
nor3 | 3 | 3
mux2 | 8 | 8
a31oi | 12 | 12
nand4 | 8 | 8
or3 | 4 | 4
clkbuf | 22 | 22
and2 | 27 | 27
xor2 | 15 | 15
o31ai | 15 | 15
dfrtp | 34 | 34
o2111ai | 3 | 3
buf | 7 | 4
a21o | 27 | 27
a21oi | 23 | 23
nand2 | 69 | 69
ha | 35 | 35
or2 | 3 | 3
o211ai | 4 | 4
xnor2 | 14 | 14
nand3 | 9 | 9
nor2 | 32 | 32
o21ai | 23 | 23
-- worst max-delay path, cell delays in order (launching register included) --
cell and delay [ns]:
dfrtp_1 0.41, inv_1 0.09, ha_1 0.39, nor4b_2 0.39, or2_2 0.57, nand2_1 0.11, inv_1 0.07, ha_1 0.29
a21o_1 0.26, nor3_1 0.25, a22oi_1 0.22, a31oi_1 0.31, xor2_1 0.23, nor2_1 0.09, or4_1 0.59, nor4_1 0.39
nand2_1 0.13, nor4_2 0.23, clkdlybuf4s50_1 0.50
-- stage by stage --
stage	power, mW	hold slack (ns)	setup WS, ns	utilization	cells
3_3_place_gp	0.2148	0.2281	2.546	0.5791	605
2_1_floorplan	0.2148	0.2257	3.744	-	498
5_1_grt	0.5839	0.4941	1.442	0.6359	665
4_1_cts	0.5532	0.4773	1.889	0.6359	665
3_5_place_dp	0.2148	0.2313	2.504	0.5791	605
6_report	0.5336	0.4715	1.863	0.6359	665
-- cell families after synthesis --
| kind of cell | Yosys count | synth area share |
|---|---|---|
| AND-OR/OR-AND | 127 | 0.2462 |
| XOR/XNOR | 29 | 0.06699 |
| adder cells (fa/ha/maj) | 36 | 0.1173 |
| buffers and inverters | 84 | 0.08141 |
| flip-flops | 36 | 0.2314 |
| latches | 1 | 0.003845 |
| multiplexers | 10 | 0.02821 |
| AND/OR/NAND/NOR | 175 | 0.2247 |
Power and IR drop assume default switching activity.
